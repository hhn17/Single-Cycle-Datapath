### flow/design.v
`timescale 1ns / 1ns
module Register_File(instruction,ReadSelect1, ReadSelect2, WriteSelect, WriteData, WriteEnable, ReadData1, ReadData2, clk, rst);
    parameter BITSIZE = 64;
    parameter REGSIZE = 32;
    input [31:0] instruction;
    input [$clog2(REGSIZE)-1:0] ReadSelect1, ReadSelect2, WriteSelect;
    input [BITSIZE-1:0] WriteData;
    input WriteEnable;
    output reg [BITSIZE-1:0] ReadData1, ReadData2;
    input clk, rst;
    reg [BITSIZE-1:0] reg_file [REGSIZE-1:0];    
    integer i;                                   
    always @(ReadSelect1, reg_file[ReadSelect1],instruction )
        begin
            ReadData1 = reg_file[ReadSelect1];
        end
    always @(ReadSelect2, reg_file[ReadSelect2],instruction )
        begin
            ReadData2 = reg_file[ReadSelect2];
        end
    always @(posedge clk)
        begin
            if (rst)
                for (i=0; i<REGSIZE; i=i+1) reg_file[i] <= 'b0;  
            else
            begin
                if (WriteEnable && WriteSelect != 31)
                    reg_file[WriteSelect] <= WriteData;  
            end
        end
endmodule
### flow/run.sh
#!/bin/bash
# OpenROAD 26Q1-2900-gdf79404cd8, Yosys 0.63+post, stock flow scripts
make -C /OpenROAD-flow-scripts/flow DESIGN_CONFIG=/design/flow/config.mk WORK_HOME=/design/flow/orfs finish
### flow/config.mk
export PLATFORM = sky130hd
export DESIGN_NAME = Register_File
export DESIGN_NICKNAME = Register_File
export VERILOG_FILES = /design/flow/design.v
export SDC_FILE = /design/flow/constraint.sdc
export NUM_CORES = 4
export LEC_CHECK = 1
export CORE_UTILIZATION = 40
### flow/constraint.sdc
current_design Register_File

set clk_period 21.9
set clk_io_pct 0.2

create_clock -name clk0 -period $clk_period [get_ports {clk}]

set non_clock_inputs [all_inputs -no_clocks]
set_input_delay [expr $clk_period * $clk_io_pct] -clock clk0 $non_clock_inputs
set_output_delay [expr $clk_period * $clk_io_pct] -clock clk0 [all_outputs]
==> impl_metrics.toml <==
# physical design summary
[logic_synthesis]
synth_largest_type_area_fraction_pct = 57.9
count_of_mapped_cells_out_of_synthesis = 6906
ys.warnings.count = 1
seq_total_area_yosys_pct = 57.9
ys_seq_elements = 2048
post_synthesis_chip_area_from_yosys_um2 = 106000
yosysCellCount = 6906
synthesis.area_per_instance_um2 = 15.4
synthDistinctLibCells = 38
top_cells_by_area_synth = "sky130_fd_sc_hd__edfxtp_1, sky130_fd_sc_hd__mux4_2, sky130_fd_sc_hd__and2_1"
synth_area_leader_cell = "sky130_fd_sc_hd__edfxtp_1"
post_synth_instance_area_um2 = 106000

[route]
finalWirelength_mm = 432
drt-initial-drc-count = 5168
detail_route.vias_per_cell = 6.36
drc_errors = 0
topRoutingLayerUsed = "met5"
route.antenna.remaining_nets = 0
met3WireLength_mm = 87.2
drt_pass1_iterations = 6
avgRoutedWirePerCell_um = 40.2
m1WireLength_mm = 123
wl_met2_mm = 189
vias = 68200

[critical_path]
crit_path_top_delay_cell = "sky130_fd_sc_hd__nor4_1"
critPathKind = "in2out"
timing.critical_path.required_ps = 17520
critical_path.most_common_cell = "sky130_fd_sc_hd__buf_4"
critical_path.cell_chain = "buf_8 -> buf_4 -> buf_4 -> buf_12 -> buf_4 -> mux4_2 -> o22ai_1 -> nor4_1 -> buf_4 -> clkdlybuf4s50_1"
worst_path_largest_cell_delay_ps = 1040
endpoint_kind = "primary output"
crit_path_max_fanout = 85
startpoint_type = "primary input"
worst-endpoint-arrival_ps = 10040

[floorplanning]
num_rows = 188
floorplanUtilization_pct = 40.4
ios = 242
chipWidth_um = 518
floorplan.die.height_um = 518
placeableCoreArea_um2 = 263000
die_footprint_um2 = 268000

[clock_tree]
clk_transition_reported_paths_ps = 60
cts_num_sinks = 2048
postCtsSetupRepairBufs = 0
ctsResizeCount = 0
numCtsBuffers = 218
hold_buffers = 0
cts_root_buffer_type = "sky130_fd_sc_hd__clkbuf_16"
tritoncts = "done"
clock_tree.buffer_depth = 3
clock_tree.htree_level_count = 4

[finish]
max_flop_register = "reg_file"
drive_gt1_share_pct = 22.7
final_cells = 10700
largest_registers = "reg_file: 2048 flops"
most-common-layout-cells = "sky130_fd_sc_hd__edfxtp_1, sky130_fd_sc_hd__and2_1, sky130_fd_sc_hd__mux4_2"
layout.area.comb_um2 = 41900
largest_register_ffs = 2048
flow.area_growth_from_synthesis_pct = 12.4
fillers = 22100
ff_latch_area_um2 = 61500
commonest_non_fill_non_tap_cell_in_the_layout = "sky130_fd_sc_hd__edfxtp_1"

[placement]
place.port_buffers = 209
placedCellCount = 10300
post-dp-hpwl_mm = 253
place.gp.congestion = 0.997

[pwr]
vdd_drop_max_v = 0.0000921
power_leakage_nw = 40.4
power_density_nw_per_um2 = 78.9

[timing]
grt_setup_unrepaired = "false"
timing_hold_violations_final = 0
setup_violations = 0
whs_ps = 3900
finalClockPeriodUsage_pct = 65.8
finalMaxSlewViolations = 0
relSlewSlack_pct = 19.3
fmaxAchievable_ghz = 0.0694
setup_tns_ps = 0
worstMarginPinSlew_ps = 1200
timing.final.crit_period_ps = 14420

[global_route]
grt_first_pass_wirelength_mm = 589
globalRoute.totalOverflow = 0
grt_pass1_vias = 73000
largest_net_degree_at_the_start_of_global_routing = 86
grt_antenna_before_repair = 60
groute.usage.overall_pct = 35.2

[flow_run]
warnings = 59
max_cap_viol = 0

[worst_hold_path]
hold_path.class = "in2reg"

[status]
outcome = "complete, no violations"
[metal layers]
metal | vias up | global-route usage [%]
li1 | 27000 | -
met1 | 33500 | 35.5
met2 | 6080 | 48.0
met3 | 1518 | 31.0
met4 | 103 | 19.5
met5 | - | 6.15
[cell usage after synthesis]
| cell type | n |
|---|---|
| sky130_fd_sc_hd__or3b_1 | 1 |
| sky130_fd_sc_hd__mux2i_1 | 256 |
| sky130_fd_sc_hd__nor2_2 | 5 |
| sky130_fd_sc_hd__clkbuf_1 | 428 |
| sky130_fd_sc_hd__nor2_1 | 58 |
| sky130_fd_sc_hd__a21oi_1 | 38 |
| sky130_fd_sc_hd__conb_1 | 1 |
| sky130_fd_sc_hd__nand4_1 | 35 |
| sky130_fd_sc_hd__buf_1 | 7 |
| sky130_fd_sc_hd__o21ai_0 | 4 |
| sky130_fd_sc_hd__or3_1 | 7 |
| sky130_fd_sc_hd__nand3b_1 | 3 |
| sky130_fd_sc_hd__a31oi_1 | 3 |
| sky130_fd_sc_hd__nor3_2 | 1 |
| sky130_fd_sc_hd__and2_1 | 1993 |
| sky130_fd_sc_hd__o22ai_1 | 360 |
| sky130_fd_sc_hd__a221oi_1 | 3 |
| sky130_fd_sc_hd__nor3_1 | 1 |
| sky130_fd_sc_hd__buf_2 | 153 |
| sky130_fd_sc_hd__buf_4 | 88 |
| sky130_fd_sc_hd__nor2b_1 | 16 |
| sky130_fd_sc_hd__buf_6 | 21 |
| sky130_fd_sc_hd__nand2_1 | 39 |
| sky130_fd_sc_hd__nand2b_1 | 9 |
| sky130_fd_sc_hd__mux4_2 | 896 |
| sky130_fd_sc_hd__a22oi_1 | 189 |
| sky130_fd_sc_hd__nand3_1 | 41 |
| sky130_fd_sc_hd__inv_1 | 2 |
| sky130_fd_sc_hd__buf_8 | 3 |
| sky130_fd_sc_hd__a2111oi_0 | 5 |
| sky130_fd_sc_hd__a211oi_1 | 7 |
| sky130_fd_sc_hd__buf_12 | 4 |
| sky130_fd_sc_hd__or2_2 | 34 |
| sky130_fd_sc_hd__clkbuf_2 | 51 |
| sky130_fd_sc_hd__edfxtp_1 | 2048 |
| sky130_fd_sc_hd__nand4b_1 | 1 |
| sky130_fd_sc_hd__nor4_1 | 92 |
| sky130_fd_sc_hd__and3_1 | 3 |
[final cells by class]
| class | count | share of cell area (%) |
|---|---|---|
| multi-input cells | 4164 | 35.1 |
| well taps | 3515 | 3.68 |
| flip-flops and latches | 2048 | 51.5 |
| repair buffers | 534 | 3.93 |
| clock inverters | 120 | 0.892 |
| diodes | 61 | 0.128 |
| clock buffers | 283 | 4.84 |
| inverters | 2 | 0.00628 |
[per-stage QoR]
| stage | power, mW | worst slack (ps) | instance area, µm² | util, % |
|---|---|---|---|---|
| floorplan | 5.30 | 11780 | 107000 | - |
| global placement | 5.83 | 7610 | 112000 | 42.7 |
| detailed placement | 5.84 | 7630 | 112000 | 42.7 |
| CTS | 9.43 | 7610 | 119000 | 45.3 |
| global route | 9.65 | 7430 | 119000 | 45.4 |
| finish | 9.43 | 7480 | 119000 | 45.4 |
[logic make-up after synthesis]
group	after synthesis	synth area share, %
buffers and inverters	757	3.47
AOI/OAI and AO/OA	609	3.78
other	1	0.00353
DFF	2048	57.9
muxes	1152	21.4
and+or+nand+nor	2339	13.5
[where the power goes]
part	total, mW	switching, mW	internal, mW
registers	4.64	0.106	4.53
logic	1.15	0.677	0.469
clock network	3.64	1.61	2.03
[final timing paths]
kind / startpoint / endpoint / slack [ps] / cells past startpoint
worst min-delay path: rst / reg_file[31][3]$_SDFFCE_PN0P_ / 3900 / 1
worst max-delay path: ReadSelect1[1] / ReadData1[5] / 7480 / 10
[worst max-delay path, delay by kind of cell]
family	cells	cell delay, ps
AND-OR/OR-AND	1	100
multiplexers	1	340
buffers and inverters	7	3730
AND/OR/NAND/NOR	1	1040
Power and IR drop assume default switching activity.
