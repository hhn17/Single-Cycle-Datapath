`./run.sh`:
```
#!/bin/bash
# OpenROAD 26Q1-2900-gdf79404cd8, Yosys 0.63+post, stock flow scripts
make -C /OpenROAD-flow-scripts/flow DESIGN_CONFIG=/design/flow/config.mk WORK_HOME=/design/flow/orfs finish
```
`./config.mk`:
```
export PLATFORM = sky130hd
export DESIGN_NAME = Data_Memory
export DESIGN_NICKNAME = Data_Memory
export VERILOG_FILES = /design/flow/design.v
export SDC_FILE = /design/flow/constraint.sdc
export NUM_CORES = 4
export LEC_CHECK = 1
export CORE_UTILIZATION = 40
```
`./constraint.sdc`:
```
current_design Data_Memory

set clk_period 2.8
set clk_io_pct 0.2

create_clock -name clk0 -period $clk_period [get_ports {MemRead}]
create_clock -name clk1 -period $clk_period [get_ports {clk}]

set non_clock_inputs [all_inputs -no_clocks]
set_input_delay [expr $clk_period * $clk_io_pct] -clock clk0 $non_clock_inputs
set_output_delay [expr $clk_period * $clk_io_pct] -clock clk0 [all_outputs]
```
`./design.v`:
```
`timescale 1ns / 1ps
module Data_Memory(input clk,rst,MemWrite,MemRead, 
                   input [63:0] MemAddr,WriteData, 
                   output reg [63:0] ReadData);
 reg [63:0] Memory_file [63:0];     
 integer i;
 always@(posedge MemRead) begin
     if (MemRead) begin
        ReadData =Memory_file[MemAddr];
    end
 end
 always@( posedge clk,posedge rst ) begin
    if (rst) begin
        for (i=0; i<64; i=i+1) 
                Memory_file[i] = 63'b0;
    end
    else if (MemWrite) begin
        Memory_file[MemAddr]=WriteData ;
    end
 end       
endmodule
```
==> Slide: Implementation Results <==
Flow Results at a Glance

Clock network
  • Clock slew seen by the registers of the worst setup and hold paths: about 100 ps
  • CTS tree: done
  • Clock tree sinks: about 4200

Power and ir drop
  • Power share of the clock group: ~40%
  • Internal: 111 mW
  • Sequential share of power: between 40% and 50%
  • Peak supply drop: 556 uV
  • Switching power: approximately 37 mW
  • Comb pwr share: 10.1%
  • P_leak: 104 nW
  • Tot Pwr: between 100 and 150 mW
  • Pwr dens: around 670 nW/um^2
  • Switch share: approximately 25%

Critical path
  • Crit path required time: 3340 ps
  • Critical Path AT: 3310 ps
  • Startpoint types: input pin
  • Reg2reg setup slack: approximately 150 ps
  • Setup Crit Path Kind: input pin to flop
  • CP max FO: 13
  • CP endpoint kind: flop

Synthesis
  • Top FF cell, synth: dfrtp_1
  • Async set or reset register ratio after synthesis: roughly 98%
  • Distinct lib cells used: 64
  • Yosys cell count: between 10000 and 15000
  • Mapped cell area: roughly 180000 sq um
  • Top area cell types: dfrtp_1 57%, mux2_2 25%, a22oi_1 6.6%
  • Yosys top cell area share: a little under three fifths
  • Yosys Chip Area: 179000 sq um
  • Ys Warns: 2
  • Avg Cell Area, Syn: about 14 sq um
  • Synth area leader: dfrtp_1
  • Cells after Synth: roughly 13000
  • Synthesized registers: between 4000 and 5000
  • Register area share after synthesis: between 50 and 60%
  • Flip-flops with a built-in enable: 0

Final timing
  • Max Clock Skew: 0 ps
  • Post-route setup TNS: 0 ps
  • Hold_ws: between 60 and 70 ps
  • Final setup violation count: 0
  • Final hold violation count: 0
  • RSZ-0062 raised after global routing: false
  • Final Max Slew Viols: 0
  • Worst Max-Slew Pin Slew: slightly above 900 ps
  • Relative max-transition margin: between 30 and 40%
  • Setup WS post-layout: between 20 and 30 ps

Global route
  • Initial antenna violation count: ~44
  • GRT overflow: 0
  • Tot GR Track Use: 36.4%
  • Largest net degree at the start of global routing: roughly 110
  • First-pass GRT wire length: between 1000000 and 1500000 um
  • Vias in the first global route: between 100k and 150k

Detailed routing
  • Initial DRT Pass Iterations: 6
  • Routed Antenna Nets: 0
  • Starting DRT DRC Count: 11000
  • Mean routed wirelength per cell: ~40 um
  • Vias post-DR: about 130k
  • Vias per cell: around 6.3
  • Final wirelength: roughly 780000 um
  • Drt drc: 0

Placed design
  • HPWL Detailed: about 520000 um
  • GP Congestion: 0.985
  • Post-place setup slack: -837 ps
  • Area post-placement: between 200000 and 250000 sq um
  • IO Port Bufs: ~140

Floorplanning
  • FP Rows: 245
  • Die X: 671 um
  • Pre-placement core utilization: around two fifths
  • I/O Pins: around 200
  • Die H: ~670 um
  • Die area: 450000 sq um
  • CORE AREA: 445000 sq um

Job
  • Number of OpenROAD warnings: ~98
  • Max Cap Viol: 0

Finish
  • Area delta synth->final: 23.2%
  • Share of layout cells above drive strength 1: 47.7%
  • Final instance area: between 200000 and 250000 sq um

Worst hold path
  • Min-Delay Path Class: input pin to flop

Run status
  • Result of the run: finished clean
[cells by family after synthesis]
group / share of synthesized area (%)
multiplexers: 26.6
flip-flops: 58.0
AND-OR/OR-AND: 8.63
buffers and inverters: 3.20
AND/OR/NAND/NOR: 3.65
[power by group through the flow]
stage | logic (mW) | registers [mW] | clock network (mW)
final | 15.0 | 73.1 | 60.4
after global routing | 16.1 | 74.2 | 62.8
after CTS | 14.9 | 73.1 | 60.8
[synthesized netlist by cell type (5+ instances only)]
cell type	count
dfrtp_1	4096
mux2_2	3992
a22oi_1	1584
clkbuf_1	891
nand4_1	311
buf_2	308
and3_1	201
nand2_1	143
nand3_1	128
mux2_4	120
a22o_1	113
nor2_1	109
nor4_1	103
buf_1	91
a21oi_1	87
mux2i_1	76
a2111oi_0	67
dfxtp_1	64
a2bb2oi_1	59
nor3_1	53
a31oi_1	36
a222oi_1	29
buf_6	28
and2_1	25
buf_4	22
nor3_2	18
o211ai_1	16
a221oi_1	13
nor2b_1	8
mux2_1	6
o22a_1	6
nand2b_1	5
nor2_2	5
o22ai_1	5
or4_1	5
[what timing repair did]
| item | 4_1_cts | 5_1_grt |
|---|---|---|
| setup endpoints to repair | 15 | 18 |
| buffers inserted | 3 | 0 |
| endpoints found under the hold margin | 15 | 0 |
| pin swaps | 1 | 0 |
| hold buffers | 3 | 0 |
| gates resized | 11 | 18 |
[layout make-up]
cell class | count | area [sq um]
clock inverters | 98 | 1340
repair buffers | 1888 | 24000
diodes | 38 | 95.1
fillers | 37200 | 225000
multi-input cells | 7384 | 70700
flip-flops and latches | 4160 | 104000
clock buffers | 687 | 13300
inverters | 4 | 18.8
well taps | 5928 | 7420
[per-stage QoR]
stage,utilization [%],cells
global route,49.5,20200
detailed placement,46.2,19400
floorplan,-,12900
global placement,46.2,19400
finish,49.5,20200
CTS,49.5,20100
[cell usage in the layout, fill, tap and decap left out, types with 95 or more instances in the layout]
cell and n:
a22o_1 113, a22oi_1 1584, and3_1 198, buf_12 786, buf_4 966, clkbuf_1 114
clkbuf_16 443, clkbuf_8 130, dfrtp_1 4096, mux2_2 3992, mux2_4 120, nand2_1 127
nand3_1 108, nand4_1 311, nor4_1 95
[final timing paths]
path / from / end / depth (start not counted)
max in group asynchronous: rst / Memory_file[31][4]$_DFFE_PP0P_ / 4
min in group asynchronous: rst / Memory_file[58][47]$_DFFE_PP0P_ / 3
max in group clk1: MemAddr[3] / Memory_file[50][13]$_DFFE_PP0P_ / 9
worst min register to register: Memory_file[58][49]$_DFFE_PP0P_ / Memory_file[58][49]$_DFFE_PP0P_ / 1
worst min-delay path: WriteData[63] / Memory_file[54][63]$_DFFE_PP0P_ / 2
worst max register to register: Memory_file[5][35]$_DFFE_PP0P_ / ReadData[35]$_DFF_P_ / 7
min in group clk0: Memory_file[0][62]$_DFFE_PP0P_ / ReadData[62]$_DFF_P_ / 1
worst max-delay path: MemAddr[3] / ReadData[35]$_DFF_P_ / 10
[critical path: stages]
cell and delay (ps):
buf_4 240, and4bb_2 340, buf_4 280, and3_1 240, a2111oi_0 660, buf_4 290
nand3_1 130, nor4_1 270, buf_4 180, a21oi_1 60
[sequential cells by signal, summed over array words and instances (netlist names)]
signal	count
Memory_file	4096
ReadData	64
[metal layers]
layer  share of wire (%)  GRT usage (%)  vias to the layer above
met2                  42           50.0                     7230
met1                  36           46.8                    67600
li1                    -              -                    50400
met5               0.049          0.213                        -
met3                  14           20.4                     2235
met4                 6.6           18.8                       42
Power figures rest on the tool's default switching activity, not on a simulated workload.
