<file path="/design/flow/config.mk">
export PLATFORM = sky130hd
export DESIGN_NAME = Instruction_Memory
export DESIGN_NICKNAME = Instruction_Memory
export VERILOG_FILES = /design/flow/design.v
export SDC_FILE = /design/flow/constraint.sdc
export NUM_CORES = 4
export LEC_CHECK = 1
export CORE_AREA = 10 10 70 70
export DIE_AREA = 0 0 80 80
</file>
<file path="/design/flow/constraint.sdc">
current_design Instruction_Memory

set clk_period 2.2
set clk_io_pct 0.2

create_clock -name clk0 -period $clk_period

set non_clock_inputs [all_inputs -no_clocks]
set_input_delay [expr $clk_period * $clk_io_pct] -clock clk0 $non_clock_inputs
set_output_delay [expr $clk_period * $clk_io_pct] -clock clk0 [all_outputs]
</file>
<file path="/design/flow/design.v">
`timescale 1ns / 1ns
module Instruction_Memory(Address, ReadData1);
	parameter BITSIZE = 32;
	parameter REGSIZE = 64;
	input [REGSIZE-1:0] Address;
	output reg [BITSIZE-1:0] ReadData1;
	reg [BITSIZE-1:0] memory_file [0:REGSIZE-1];	 
	always @(Address, memory_file[Address])
		begin
			ReadData1 = memory_file[Address];
		end
	initial
		begin
			memory_file[0] = 32'b11110010100_0000000000000001_00010;  
            memory_file[1] = 32'b11110010100_0000000000000111_00001;  
            memory_file[2] = 32'b10001011000_00001_000000_00010_01010;  
            memory_file[3] = 32'b10001010000_01010_000000_00001_00011;  
            memory_file[4] = 32'b10001011000_00010_000000_00001_00100;  
            memory_file[5] = 32'b10101010000_00010_000000_00001_00101;  
            memory_file[6] = 32'b11001011000_00010_000000_00001_00110;  
            memory_file[7] = 32'b11111000000_00000000011_00010_00001;  
            memory_file[8] = 32'b11111000010_00000000011_00010_00111;  
            memory_file[15] = 32'b00010100000_000000000000000000010;  
            memory_file[11] = 32'b11110010100_0000000000000000_01000;  
            memory_file[12] = 32'b101101000000_000000000000011_00111;  
            memory_file[13] = 32'b101101000000_000000000000010_01000;  
            memory_file[9] = 32'b11110010100_0000000000000000_01000;  
		end
endmodule
</file>
<file path="/design/flow/run.sh">
#!/bin/bash
# OpenROAD 26Q1-2900-gdf79404cd8, Yosys 0.63+post, stock flow scripts
make -C /OpenROAD-flow-scripts/flow DESIGN_CONFIG=/design/flow/config.mk WORK_HOME=/design/flow/orfs finish
</file>
==> reports/qor.yml <==
die:
  fp.dieW_um: 80
  std_cell_rows: 21
  die-height_um: 80
  fp_util_pct: 13.7
  pin_count: 96
  chipArea_um2: 6400
  coreArea_um2: 3420
layout:
  area_delta_synth_final_pct: 108
  flop_area_um2: 0
  drive_gt1_share_pct: 43.9
  fillCellCount: 372
  num-clock-buffers: 0
  flops: 0
  layout.cells.non_filler: 153
synth:
  area_leaders: "ha_1 (27%), buf_4 (18%), a21oi_1 (5.4%), mux4_2 (4.8%), nor2_1 (4.8%)"
  yosys.cell_count.top_type: "buf_4"
  syn-cell-area_um2: 467
  yosys_warnings: 1
  synth.top_cells.by_count: "buf_4 (11), ha_1 (10), nor2_1 (6), a21oi_1 (5), nand2_1 (4)"
  ys_seq_share_pct: 0
  syn_inst: 63
  ys_area_um2: 467
  yosys.area.top_type: "ha_1"
  ys_cells: 63
  post_synth.cell_area_avg_um2: 7.41
  synthDistinctLibCells: 24
  top_area_share_pct: 26.8
hold_path:
  worstHoldPathType: "input pin to output pin"
  hp-start: "Address[3]"
  hold_end: "ReadData1[2]"
  hold_depth: 3
routing:
  firstDrtPassIters: 4
  diodes: 0
  viasPerCell: 3.61
  via_count: 552
  drc: 0
  antenna_left: 0
  drtIter0Drc: 6
  wire_per_inst_um: 10.9
  drt-total-wl_mm: 1.67
setup_path:
  worstSetupPathType: "input pin to output pin"
  worstPathRequired_ns: 1.76
  start_kind: "input pin"
  crit_path_end_kind: "output pin"
  cp.arrival_ns: 1.63
  worstPathMaxFanout: 4
placed_design:
  globalplace.congestion: 0.849
  dp.final_hpwl_mm: 1.40
  place_inst: 151
  port_buffers: 26
pwr:
  leakagePower_nw: 0.440
  power_density_nw_per_um2: 162
  ir_worst_vdd_mv: 0.0836
run:
  log.warning_count: 100
  maxCapViolCount: 0
global_route:
  grt_use_total_pct: 4.86
  grt_max_degree: 8
  grt_pass1_vias: 569
  grt_overflow_total: 0
  grt_antenna_before_repair: 0
  grt_pass1_wl_mm: 2.61
timing:
  drv_slew: 0
  setup_viol: 0
  fin_crit_ns: 2.07
  fmax_ghz: 0.482
  min_period_over_period_pct: 94.2
  whs_ns: 1.39
  hold_viol: 0
  rsz0062_at_grt: "no"
outcome:
  run_status: "finished clean"
metal layers:
| layer | part of all wire, % | track usage, % |
|---|---|---|
| met5 | 0 | 0 |
| met2 | 49 | 8.43 |
| met4 | 0 | 0 |
| met1 | 43 | 6.30 |
| met3 | 7.3 | 1.14 |
how the worst max path moves through the flow:
stage / start / end / slack, ns / cells after the start
after CTS: Address[1] / ReadData1[27] / 0.01 / 6
after global routing: Address[0] / ReadData1[3] / 0.04 / 8
final: Address[0] / ReadData1[23] / 0.13 / 6
metrics by stage:
stage	TNS, ns	total power [mW]	util (%)	cell area, µm²	worst slack (ns)
detailed placement	-6.56	0.146	25.5	872	-0.439
floorplan	0	0.0589	-	500	0.502
global placement	-6.29	0.146	25.5	872	-0.438
finish	0	0.157	28.4	968	0.127
global route	0	0.176	28.4	968	0.0383
CTS	0	0.157	28.3	966	0.0134
timing repair:
| item | 4_1_cts | 5_1_grt |
|---|---|---|
| hold buffers | 0 | 0 |
| gates resized | 34 | 11 |
| buffers inserted | 2 | 0 |
| pin swaps | 4 | 2 |
| endpoints found under the setup margin | 22 | 11 |
cell usage in the layout, fill, tap and decap left out, drive strengths merged, types with 2 or more instances in the layout:
| master | count |
|---|---|
| dlygate4sd2 | 3 |
| o21a | 2 |
| nand2 | 4 |
| inv | 4 |
| a21oi | 5 |
| a21o | 2 |
| conb | 10 |
| nor2 | 6 |
| clkdlybuf4s50 | 18 |
| and2 | 3 |
| o21ai | 3 |
| buf | 25 |
| ha | 10 |
| clkbuf | 2 |
power breakdown:
group	switching [mW]	internal (mW)	leakage, nW
Combinational	0.0594	0.0974	0.440
Sequential	0	0	0
Clock	0	0	0
Total	0.0594	0.0974	0.440
logic make-up (layout without fill, tap and decap cells):
logic type,Yosys count,after routing,share of synthesized area (%)
buffers and inverters,18,53,26.0
AOI/OAI and AO/OA,17,17,23.6
and+or+nand+nor,14,14,13.4
adders and majority gates,10,10,26.8
muxes,3,3,9.38
other,1,10,0.804
critical path: stages:
cell and delay [ns]:
clkbuf_2 0.11, inv_2 0.07, ha_2 0.20, nor2_2 0.17, mux2_2 0.18, clkdlybuf4s50_1 0.46
cell type report:
cell class                      count  area [µm²]  area share (%)
Timing Repair Buffer               49         420            43.4
Multi-Input combinational cell     54         473            48.8
Inverter                            4        17.5            1.81
Tap cell                           46        57.6            5.94
Power is estimated from default activity; no workload was simulated.
